### flow/config.mk
export PLATFORM = sky130hd
export DESIGN_NAME = rom
export DESIGN_NICKNAME = rom
export VERILOG_FILES = /design/flow/design.v
export SDC_FILE = /design/flow/constraint.sdc
export NUM_CORES = 4
export LEC_CHECK = 1
export CORE_UTILIZATION = 40
### flow/constraint.sdc
current_design rom

set clk_period 3.3
set clk_io_pct 0.2

create_clock -name clk0 -period $clk_period [get_ports {clk}]

set non_clock_inputs [all_inputs -no_clocks]
set_input_delay [expr $clk_period * $clk_io_pct] -clock clk0 $non_clock_inputs
set_output_delay [expr $clk_period * $clk_io_pct] -clock clk0 [all_outputs]
### flow/design.v
module rom
(
	input  wire clk,
	input  wire rst_n,
	input  wire        wr_addr,
	input  wire        wr_data,
	input  wire        rd_data,
	input  wire [ 7:0] wr_buffer,
	output reg  [ 7:0] rd_buffer,
	input  wire        autoinc_ena,
	output wire [18:0] rom_a,
	inout  wire [ 7:0] rom_d,
	output reg         rom_cs_n,
	output reg         rom_oe_n,
	output reg         rom_we_n
);
	reg  [7:0] wrdata;
	wire [7:0] rddata;
	reg        enadata;
	reg [18:0] addr;
	reg [18:0] next_addr;
	reg        enaaddr;
	reg [2:0] addr_phase;
	reg       rnw;
	reg [6:0] rw_phase;
	assign rom_d  = enadata ? wrdata : 8'bZZZZ_ZZZZ;
	assign rddata = rom_d;
	assign rom_a = enaaddr ? addr : {19{1'bZ}};
	always @(posedge clk, negedge rst_n)
	if( !rst_n )
		enaaddr <= 1'b0;
	else
		enaaddr <= 1'b1;
	always @(posedge clk, negedge rst_n)
	if( !rst_n )
	begin
		addr_phase <= 3'b001;
	end
	else
	case( {wr_addr, wr_data, rd_data} )
		3'b100:        addr_phase <= {addr_phase[1:0], addr_phase[2] };
		3'b010,3'b001: addr_phase <= 3'b001;
		default:       addr_phase <= addr_phase;
	endcase
	always @(posedge clk, negedge rst_n)
	if( !rst_n )
	begin
		next_addr <= 19'd0;
	end
	else
	case( {wr_addr, wr_data, rd_data} )
		3'b100: begin
			next_addr[ 7:0 ] <= addr_phase[0] ? wr_buffer[7:0] : next_addr[ 7:0 ];
			next_addr[15:8 ] <= addr_phase[1] ? wr_buffer[7:0] : next_addr[15:8 ];
			next_addr[18:16] <= addr_phase[2] ? wr_buffer[2:0] : next_addr[18:16];
		end
		3'b010, 3'b001: if( autoinc_ena ) next_addr <= next_addr + 19'd1;
		default:        next_addr <= next_addr;
	endcase
	always @(posedge clk)
	if( wr_data || rd_data )
		addr <= next_addr;
	always @(posedge clk, negedge rst_n)
	if( !rst_n )
	begin
		rw_phase <= 'd0;
		rnw      <= 1'b1;
	end
	else if( rd_data || wr_data )
	begin
		rw_phase <= 'd1;
		rnw      <= rd_data;
	end
	else
	begin
		rw_phase <= rw_phase<<1;
	end
	always @(posedge clk, negedge rst_n)
	if( !rst_n )
	begin
		enadata <= 1'b0;
	end
	else if( rw_phase[0] )
	begin
		enadata <= !rnw;
	end
	else if( rw_phase[6] )
	begin
		enadata <= 1'b0;
	end
	always @(posedge clk, negedge rst_n)
	if( !rst_n )
	begin
		rom_cs_n <= 1'b1;
		rom_oe_n <= 1'b1;
		rom_we_n <= 1'b1;
	end
	else if( rw_phase[1] )
	begin
		rom_cs_n <= 1'b0;
		rom_oe_n <= !rnw;
		rom_we_n <=  rnw;
	end
	else if( rw_phase[6] )
	begin
		rom_cs_n <= 1'b1;
		rom_oe_n <= 1'b1;
		rom_we_n <= 1'b1;
	end
	always @(posedge clk)
	if( wr_data )
		wrdata <= wr_buffer;
	always @(posedge clk)
	if( rw_phase[6] && rnw )
		rd_buffer <= rddata;
endmodule
### flow/run.sh
#!/bin/bash
# OpenROAD 26Q1-2900-gdf79404cd8, Yosys 0.63+post, stock flow scripts
make -C /OpenROAD-flow-scripts/flow DESIGN_CONFIG=/design/flow/config.mk WORK_HOME=/design/flow/orfs finish
==> results.py <==
# Synthesis and PnR figures
metrics = {
    "outcome": {
        "status": "finished, final reports clean",
    },
    "placed_design": {
        "gp_congestion": 0.859,
        "dp_hpwl_mm": 4.22,
        "dp.cells": 366,
        "io_buffer_count": 43,
    },
    "cells_and_area": {
        "layout_top_cell": "clkdlybuf4s50_1",
        "layout.cells.non_filler": 382,
        "syn2layout_area_growth_pct": 25.3,
        "fillCellCount": 586,
        "logic_area_um2": 982,
        "drive_gt1_share_pct": 11.2,
        "final_cell_mix": "clkdlybuf4s50_1, edfxtp_1, dfrtp_1",
        "regArea_um2": 1880,
        "fin_util_pct": 53.2,
    },
    "final_timing": {
        "relSlewSlack_pct": 40.6,
        "skew_ns": 0.00520,
        "min_period_ns": 2.59,
        "fin_setup_tns_ns": 0,
        "rsz0062_at_grt": "false",
        "timing.final.crit_share_pct": 78.5,
        "fmax_ghz": 0.386,
        "worstMarginPinSlew_ns": 0.890,
        "drv_slew": 0,
        "timing_hold_violations_final": 0,
        "setup_viol": 0,
        "holdWs_ns": 0.432,
    },
    "yosys": {
        "yosysCellCount": 234,
        "synth_area_um2": 2950,
        "synth_seq_share_pct": 63.9,
        "yosys_warnings": 3,
        "synth-edff-count": 35,
        "syn_avg_cell_area_um2": 12.6,
        "ys_area_um2": 2950,
        "synth_flops": 68,
        "postSynthCellCount": 234,
        "asyncSetResetFlopFracSynth_pct": 48.5,
        "synthFlopType": "edfxtp_1",
        "ys_types": 48,
    },
    "worst_hold_path": {
        "min_path_cells": 0,
        "worstHoldStart": "rom_d[7]",
        "holdPathEnd": "rd_buffer[7]$_DFFE_PP_",
        "hold_path.class": "primary input to flip-flop",
    },
    "detailed_routing": {
        "first_pass_iters": 4,
        "vias": 2129,
        "routed_wl_mm": 6.36,
        "antenna_cells": 0,
        "drc": 0,
        "initialDrtViolationCount": 192,
        "vias_per_cell": 5.57,
        "wl_per_cell_um": 16.6,
        "drt.antenna.violating_nets": 0,
    },
    "grt": {
        "grt_max_degree": 34,
        "first_global_vias": 1902,
        "antenna_found_initial": 0,
        "grt_use_total_pct": 18.1,
        "grt_first_pass_wirelength_mm": 10.2,
        "globalRoute.totalOverflow": 0,
    },
    "clock_tree": {
        "cts_hold_buf": 0,
        "cts_made_buffers": 9,
        "cts.clk_slew.worst_paths_ns": 0.07,
        "cts-root-buf": "clkbuf_8",
        "cts_resized": 0,
        "cts_tree": "yes",
        "post_cts_buffers": 0,
        "cts_sinks": 68,
        "cts_buffer_depth": 2,
        "clk_latency_ns": 0.34,
        "htree_num_levels": 3,
    },
    "floorplanning": {
        "rows": 30,
        "io_pins": 52,
        "die_area_um2": 7720,
        "core_um2": 6940,
        "die_w_um": 87.9,
        "die_h_um": 87.9,
        "fp_util_pct": 42.5,
    },
    "setup_path": {
        "worst-endpoint-required_ns": 3.52,
        "critPathBufInv": 1,
        "reg2regPathDepth": 5,
        "critPathCaptureType": "flip-flop",
        "r2r_start": "next_addr[0]$_DFFE_PN0P_",
        "cpPeakStageDelay_ns": 0.80,
        "crit_path_cell_trace": "clkdlybuf4s50_1 -> nor3b_1 -> a211oi_2 -> o21bai_1 -> o2bb2a_1",
        "critPathLaunchType": "primary input",
        "r2r_slack_ns": 1.21,
        "path_class": "primary input to flip-flop",
        "critPathTopFamily": "AND-OR/OR-AND gates",
        "crit_slowest_cell": "a211oi_2",
        "rr_endpoint": "next_addr[16]$_DFFE_PN0P_",
        "arrival_ns": 2.81,
        "cp_max_fo": 16,
    },
    "flow_run": {
        "cap_violations": 0,
        "warnings": 41,
    },
    "power_and_ir_drop": {
        "power_mw": 2.34,
        "leakagePower_nw": 1.38,
        "peakVddDrop_v": 0.000234,
        "pwr_density_cell_nw_per_um2": 633,
    },
}
==> layer usage <==
metal	routed length [um]	up-vias	track usage, %
met2	2630	88	23.8
met5	0	-	0
met4	148	0	3.87
met1	3110	1020	32.9
li1	-	1008	-
met3	465	13	3.53
==> registers in the layout (all words and copies together) (netlist names) <==
register,count
addr,19
addr_phase,3
next_addr,19
rd_buffer,8
rnw,1
rom_cs_n,1
rom_d,8
rom_oe_n,1
rom_we_n,1
rw_phase,7
==> worst max-delay path by stage <==
stage / startpoint / end / slack (ns) / depth (start not counted)
CTS: wr_data / next_addr[12]$_DFFE_PN0P_ / 0.72 / 5
global route: wr_data / next_addr[12]$_DFFE_PN0P_ / 0.55 / 5
finish: wr_data / next_addr[12]$_DFFE_PN0P_ / 0.71 / 5
==> cells by family after synthesis <==
kind of cell	share of synthesized area, %
buffers and inverters	2.84
DFF	63.9
AOI/OAI and AO/OA	17.7
and+or+nand+nor	14.2
adders and majority gates	0.424
xor gates and xnor gates	0.594
muxes	0.339
==> report_power, final <==
part / internal (mW) / switching (mW) / total (mW)
clock network: 0.426 / 0.295 / 0.722
logic: 0.233 / 0.179 / 0.411
registers: 1.06 / 0.144 / 1.21
total: 1.72 / 0.618 / 2.34
==> layout make-up <==
| cell class | count | share of cell area, % |
|---|---|---|
| clock buffers | 12 | 3.66 |
| clock inverters | 4 | 2.00 |
| flip-flops and latches | 68 | 50.9 |
| well taps | 96 | 3.25 |
| multi-input cells | 146 | 26.6 |
| inverters | 7 | 0.711 |
| repair buffers | 49 | 12.9 |
==> cell usage after synthesis, types with 4 or more instances <==
cell | number | area [um^2]
nor4bb_1 | 4 | 40.0
and2_1 | 8 | 50.1
a22oi_1 | 6 | 45.0
inv_1 | 7 | 26.3
a41oi_1 | 4 | 35.0
nor4_1 | 5 | 31.3
nand2_1 | 12 | 45.0
and3_1 | 4 | 25.0
buf_2 | 7 | 35.0
clkbuf_1 | 6 | 22.5
nor2_1 | 8 | 30.0
a31oi_1 | 7 | 43.8
dfstp_2 | 5 | 131
o21ai_0 | 4 | 20.0
nand4_1 | 6 | 37.5
nor3_1 | 4 | 20.0
a21oi_1 | 18 | 90.1
nand3_1 | 8 | 40.0
edfxtp_1 | 35 | 1050
o22a_1 | 13 | 114
dfrtp_1 | 28 | 701
==> worst register-to-register path, stage by stage (launching register included) <==
cell and delay, ns:
dfrtp_1 0.46, ha_1 0.30, nand3_4 0.13, or4_4 0.58, o41a_1 0.38, o211ai_1 0.15
==> per-stage QoR <==
| step | setup WS, ns | area (um^2) |
|---|---|---|
| 2_1_floorplan | 1.25 | 2950 |
| 3_3_place_gp | 0.421 | 3490 |
| 3_5_place_dp | 0.373 | 3490 |
| 4_1_cts | 0.724 | 3700 |
| 5_1_grt | 0.553 | 3700 |
| 6_report | 0.711 | 3700 |
