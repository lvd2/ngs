--- ./run.sh ---
#!/bin/bash
# OpenROAD 26Q1-2900-gdf79404cd8, Yosys 0.63+post, stock flow scripts
make -C /OpenROAD-flow-scripts/flow DESIGN_CONFIG=/design/flow/config.mk WORK_HOME=/design/flow/orfs finish
--- ./config.mk ---
export PLATFORM = sky130hd
export DESIGN_NAME = rnd_vec_gen
export DESIGN_NICKNAME = rnd_vec_gen
export VERILOG_FILES = /design/flow/design.v
export SDC_FILE = /design/flow/constraint.sdc
export NUM_CORES = 4
export LEC_CHECK = 1
export CORE_UTILIZATION = 30
--- ./constraint.sdc ---
current_design rnd_vec_gen

set clk_period 125.2
set clk_io_pct 0.2

create_clock -name clk0 -period $clk_period [get_ports {clk}]

set non_clock_inputs [all_inputs -no_clocks]
set_input_delay [expr $clk_period * $clk_io_pct] -clock clk0 $non_clock_inputs
set_output_delay [expr $clk_period * $clk_io_pct] -clock clk0 [all_outputs]
--- ./design.v ---
module rnd_vec_gen(
	clk,
	init,
	save,
	restore,
	next,
	out
);
parameter OUT_SIZE = 16;  
parameter LFSR_LENGTH   = 55;  
parameter LFSR_FEEDBACK = 24;  
	input clk;
	input init;  
	input save,restore,next;  
	reg init2;
	output  [OUT_SIZE-1:0] out;
	wire    [OUT_SIZE-1:0] out;
	reg [OUT_SIZE-1:0] rndbase_main  [0:LFSR_LENGTH-1];
	reg [OUT_SIZE-1:0] rndbase_store [0:LFSR_LENGTH-1];
	assign out = rndbase_main[0];
	always @(posedge clk)
	begin
		init2 <= init;
		if( init && !init2 )  
		begin
			rndbase_main[0][0] <= 1'b1;  
		end
		else if( init && init2 )  
		begin
			shift_lfsr;
		end
		else  
		begin
			if( restore )  
			begin
				integer i;
				for(i=0;i<LFSR_LENGTH;i=i+1)
					rndbase_main[i] <= rndbase_store[i];
			end
			else
			begin
				if( next )  
				begin
					shift_lfsr;
				end
				if( save )  
				begin
					integer j;
					for(j=0;j<LFSR_LENGTH;j=j+1)
						rndbase_store[j] <= rndbase_main[j];
				end
			end
		end
	end
	task shift_lfsr;
	begin
		reg [OUT_SIZE-1:0] sum;
		reg [LFSR_LENGTH-1:0] lsbs;
		integer i;
		for(i=0;i<LFSR_LENGTH;i=i+1)
			lsbs[i] = rndbase_main[i][0];
		sum = rndbase_main[LFSR_LENGTH-1] + rndbase_main[LFSR_FEEDBACK-1];
		for(i=1;i<LFSR_LENGTH;i=i+1)
			rndbase_main[i] <= rndbase_main[i-1];
		rndbase_main[0] <= { sum[OUT_SIZE-1:1], (|lsbs)?sum[0]:1'b1 };
	end
	endtask
endmodule
==> flow_summary_export.csv <==
group,metric,value,unit
placement,portBuffers,20,
detailed_routing,viasPerCell,4.28,
clock_network,clock_latency,820,ps
synthesis,synth_warnings,3,
final_timing,final-hold-violation-count,0,
worst_setup_path,critPathSlowestCell,"buf_4",
worst_setup_path,path_cells,"clkdlybuf4s50_1, a21boi_4, buf_4, buf_4, buf_4, buf_4, buf_4, mux2_2",
pwr,combPwrFrac,5.0,%
synthesis,topCellsByArea,"edfxtp_1 82%, mux2_1 8.7%, mux2_2 6.4%",
floorplanning,dieHeight,466,µm
clock_network,post_cts_buffers,0,
floorplanning,die_w,466,µm
grt,grt_pass1_vias,27800,
worst_setup_path,worstPathRequired,125740,ps
worst_setup_path,startpoint,"restore",
detailed_routing,ant_nets,0,
final_timing,relSlewSlack,47.8,%
grt,grt_max_degree,113,
clock_network,clock_sinks,1761,
final_timing,tightest_slew,783,ps
final_timing,fmax,34.4,MHz
detailed_routing,met2_length,38400,µm
worst_setup_path,slowest_delay,700,ps
final_timing,worst_slack,96120,ps
floorplanning,rows,169,
final_timing,clock_skew,82.0,ps
detailed_routing,dr.pass1.iters,4,
clock_network,htreeDepth,4,
floorplanning,ioPinCount,21,
placement,preCtsSetupSlack,95210,ps
worst_setup_path,end_kind,"register",
pwr,power.density,17.8,nW/µm²
hold_path,hp-class,"register to register",
clock_network,hold_buffers,0,
grt,grt_pass1_wl,148000,µm
synthesis,postSynthCellCount,2883,
pwr,ir_worst_vdd,11.8,µV
clock_network,path_clk_slew,60,ps
final_timing,rsz0062_at_grt,"false",
detailed_routing,vias,25600,
cells_and_area,final_cells,5994,
pwr,seq_power_share,56.1,%
detailed_routing,top_layer,"met4",
detailed_routing,drc_errors,0,
synthesis,avgSynthCellArea,22.4,µm²
synthesis,yosys-stat-area,64500,µm²
grt,grt_use_total,8.75,%
synthesis,edf_count,1759,
final_timing,setup_tns,0,ps
placement,post-dp-hpwl,41300,µm
hold_path,hold_path.startpoint,"rndbase_main[32][6]",
detailed_routing,drt-initial-drc-count,1623,
synthesis,top_area_share,81.9,%
final_timing,drv_slew,0,
detailed_routing,wire_per_inst,14.8,µm
detailed_routing,wl_met1,42500,µm
synthesis,synth_cell_types,43,
grt,gr-total-overflow,0,
detailed_routing,wl,89000,µm
floorplanning,core-area,213000,µm²
worst_setup_path,r2r-start,"init2",
grt,antenna_found_initial,1,
synthesis,ff_type,"edfxtp_1",
floorplanning,core_util_floorplan,30.3,%
cells_and_area,layout-drive-gt1-share,20.6,%
final_timing,setup_viol,0,
pwr,clkPwrFrac,38.9,%
cells_and_area,area_growth,14.0,%
pwr,switching_share,21.2,%
run,warnings,36,
worst_setup_path,critPathMaxFanout,56,
worst_setup_path,cp_common_cell,"buf_4",
clock_network,root_buffer,"clkbuf_16",
run_status,status,"complete, no violations",
floorplanning,die_area,217000,µm²
run,maxCapViolations,0,
pwr,p_int,1.03,mW
pwr,power_leakage,23.8,nW
final_timing,post-route-period-util,23.2,%
clock_network,cts_buffers,177,
synthesis,largest_area_cell,"edfxtp_1",
detailed_routing,route.met3.wl,5980,µm
placement,place_inst,5672,
synthesis,yosys_cells,2883,
synthesis,yosysSeqAreaShare,81.9,%
synthesis,ys_async_sr_fraction,0,%
synthesis,syn_area,64500,µm²
clock_network,cts_tree,"built",
synthesis,synth_flops,1761,
pwr,p_sw,277,µW
cells_and_area,final_util,34.5,%
worst_setup_path,cp-start-kind,"input pin",
clock_network,clock_path_buffers,3,
placement,routabilityCongestion,0.758,
worst_setup_path,r2r_slack,120690,ps
clock_network,cts_resized,0,
final_timing,min_period,29080,ps
worst_setup_path,path_class,"input pin to register",
worst_setup_path,arrival,29620,ps
==> registers in the layout (all words and copies together), names as in the netlist <==
register and count:
rndbase_main 880, init2 1, rndbase_store 880
==> cells in the mapped netlist (3+ instances only) <==
| library cell | number |
|---|---|
| nor3b_1 | 3 |
| nand2_1 | 18 |
| nor2b_1 | 3 |
| nor2_1 | 9 |
| nand4_1 | 5 |
| o21a_1 | 3 |
| mux2_1 | 500 |
| xor2_1 | 9 |
| ha_1 | 15 |
| nor3_1 | 6 |
| nor4_1 | 14 |
| mux2_2 | 365 |
| xnor2_1 | 3 |
| a21oi_1 | 15 |
| a221oi_1 | 3 |
| a21o_1 | 6 |
| o21ai_0 | 18 |
| o21ai_1 | 4 |
| edfxtp_1 | 1759 |
| buf_6 | 55 |
| buf_2 | 43 |
==> critical path: cells and delay by family <==
family                 cells  cell delay [ps]
buffers and inverters      6             3770
AND-OR/OR-AND              1              200
multiplexers               1              410
==> per-stage QoR <==
stage / hold slack (ps) / cell area, µm² / power [mW]
2_1_floorplan: 419 / 64500 / 0.835
3_3_place_gp: 422 / 67900 / 0.813
3_5_place_dp: 426 / 67900 / 0.813
4_1_cts: 388 / 73500 / 1.33
5_1_grt: 399 / 73500 / 1.36
6_report: 390 / 73500 / 1.31
==> final timing paths <==
check | to | depth (start not counted)
setup / recovery | rndbase_main[49][9] | 8
hold / removal | rndbase_store[32][6] | 0
hold reg to reg | rndbase_store[32][6] | 0
setup reg to reg | rndbase_main[49][9] | 7
==> logic make-up (layout without fill, tap and decap cells) <==
kind of cell,count (synthesis),in the layout,synth area share [%]
xor+xnor,12,12,0.163
simple gates,65,65,0.528
fa+ha+maj,16,16,0.322
compound gates,62,62,0.619
other cells,0,1,0
flops,1761,1761,81.9
buf+inv,101,390,1.32
mux,866,866,15.1
==> power by group through the flow <==
stage	clock (mW)	combinational [mW]	sequential, mW
CTS	0.529	0.0675	0.736
global route	0.551	0.0728	0.741
finish	0.510	0.0655	0.735
==> placed cells by master, fill, tap and decap left out, drive strengths merged, types with 11 or more instances in the layout <==
cell type | netlist | routed
clkdlybuf4s50 | 0 | 20
mux2 | 865 | 865
bufinv | 0 | 11
buf | 100 | 49
clkbuf | 1 | 225
ha | 15 | 15
a21oi | 17 | 17
clkinv | 0 | 79
nor4 | 14 | 14
o21ai | 22 | 22
edfxtp | 1759 | 1759
nand2 | 18 | 18
==> area by class of cell <==
cell class	count	area, µm²
Tap cell	2821	3530
Clock inverter	96	1010
Timing Repair Buffer	69	643
Clock buffer	225	4650
Antenna cell	1	2.50
Sequential cell	1761	52900
Fill cell	19200	139000
Multi-Input combinational cell	1021	10800
==> per-layer routing <==
layer / global-route usage (%) / vias to the layer above
li1: - / 11900
met1: 13.9 / 13000
met2: 12.0 / 609
met3: 3.58 / 169
met4: 2.00 / 0
met5: 0 / -
No activity file was given, so power comes from the tool's default toggle rates.
