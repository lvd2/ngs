File: design/flow/config.mk
export PLATFORM = sky130hd
export DESIGN_NAME = chan_ctrl
export DESIGN_NICKNAME = chan_ctrl
export VERILOG_FILES = /design/flow/design.v
export SDC_FILE = /design/flow/constraint.sdc
export NUM_CORES = 4
export LEC_CHECK = 1
export CORE_UTILIZATION = 40
File: design/flow/constraint.sdc
current_design chan_ctrl

set clk_period 11.1
set clk_io_pct 0.2

create_clock -name clk0 -period $clk_period [get_ports {clk}]

set non_clock_inputs [all_inputs -no_clocks]
set_input_delay [expr $clk_period * $clk_io_pct] -clock clk0 $non_clock_inputs
set_output_delay [expr $clk_period * $clk_io_pct] -clock clk0 [all_outputs]
File: design/flow/design.v
module chan_ctrl
(
	input  wire clk,  
	input  wire rst_n,
	output reg  [ 6:0] rd_addr,
	input  wire [31:0] rd_data,
	output reg  [ 6:0] wr_addr,
	output wire [31:0] wr_data,
	output reg         wr_stb,
	input  wire        sync_stb,
	input  wire [31:0] ch_enas,
	output reg  [ 7:0] out_data, 
	output reg         out_stb_addr,  
	output reg         out_stb_mix    
);
	reg [ 5:0] curr_ch;  
	wire       stop = curr_ch[5];
	reg [3:0] st;
	reg [3:0] next_st;
	wire ch_ena = ch_enas[curr_ch[4:0]];
	reg [31:0] offset;
	reg        off_cy;  
	reg oversize;
	reg [5:0] vol_left;
	reg [5:0] vol_right;
	reg loopena;
	reg surround;
	reg [21:0] base;
	reg [1:0] addr_emit;
	localparam ST_BEGIN     = 4'd0;
	localparam ST_GETOFFS   = 4'd1;  
	localparam ST_GETADDVOL = 4'd2;  
	localparam ST_GETSIZE   = 4'd3;  
	localparam ST_GETLOOP   = 4'd4;  
	localparam ST_SAVEOFFS  = 4'd5;
	localparam ST_NEXT = 4'd14;
	localparam ST_WAIT = 4'd15;
	always @(posedge clk)
	     if( st==ST_WAIT )
		curr_ch[5:0] <= 6'd0;
	else if( st==ST_NEXT )
		curr_ch[5:0] <= curr_ch[5:0] + 6'd1;
	always @(posedge clk, negedge rst_n)
	if( !rst_n )
		st <= ST_WAIT;
	else
		st <= next_st;
	always @*
	case( st )
	ST_BEGIN:
	if( stop )
		next_st = ST_WAIT;
	else if( !ch_ena )
		next_st = ST_NEXT;
	else
		next_st = ST_GETOFFS;
	ST_GETOFFS:
		next_st = ST_GETADDVOL;
	ST_GETADDVOL:
		next_st = ST_GETSIZE;
	ST_GETSIZE:
		next_st = ST_GETLOOP;
	ST_GETLOOP:
		next_st = ST_SAVEOFFS;
	ST_SAVEOFFS:
		next_st = ST_NEXT;
	ST_NEXT:
		next_st = ST_BEGIN;
	ST_WAIT:
	if( sync_stb )
		next_st = ST_BEGIN;
	else
		next_st = ST_WAIT;
	default: next_st = ST_WAIT;
	endcase
	always @*
		rd_addr[6:2] <= curr_ch[4:0];
	always @*
		wr_addr[6:2] <= curr_ch[4:0];
	always @(posedge clk)
		wr_addr[1:0] <= 2'd0;
	always @(posedge clk)
	if( st==ST_NEXT || st==ST_WAIT )
	begin
		rd_addr[1:0] <= 2'd0;
	end
	else if( st==ST_BEGIN || st==ST_GETOFFS || st==ST_GETADDVOL )
	begin
		rd_addr[1:0] <= rd_addr[1:0] + 2'd1;
	end
	always @(posedge clk)
	if( st==ST_GETOFFS )
		offset <= rd_data;
	else if( st==ST_GETADDVOL )
		{off_cy, offset} <= {1'b0, offset} + {1'b0, 14'd0, rd_data[31:14]};
	else if( st==ST_GETLOOP )
		offset[31:12] <= oversize ? (offset[31:12]+rd_data[27:8]) : offset[31:12];  
	always @(posedge clk)
	if( st==ST_GETSIZE )
		oversize <= ( {off_cy,offset[31:12]} >= {1'b0, rd_data[27:8]} );
	always @(posedge clk)
		wr_stb <= st==ST_SAVEOFFS;
	assign wr_data = offset;
	always @(posedge clk)
	if( st==ST_GETADDVOL )
	begin
		vol_left  <= rd_data[11:6];
		vol_right <= rd_data[ 5:0];
		loopena  <= rd_data[13];
		surround <= rd_data[12];
	end
	always @(posedge clk)
	if( st==ST_GETSIZE )
		base[15:8] <= rd_data[7:0];
	else if( st==ST_GETLOOP )
		base[21:16] <= rd_data[5:0];
	else if( st==ST_SAVEOFFS )
	begin
		base[7:0] <= offset[19:12];
		base[21:8] <= base[21:8] + {2'd0,offset[31:20]};
	end
	always @(posedge clk, negedge rst_n)
	if( !rst_n )
		addr_emit <= 2'd0;
	else
		addr_emit[1:0] <= {addr_emit[0], st==ST_NEXT};
	always @(posedge clk)
	     if( st==ST_GETSIZE )
		out_data <= offset[11:4];
	else if( st==ST_GETLOOP )
		out_data <= {2'd0, vol_left[5:0]};
	else if( st==ST_SAVEOFFS )
		out_data <= {2'd0, vol_right[5:0] ^ {6{surround}}};
	else if( st==ST_NEXT )
		out_data <= {2'd0, base[21:16]};
	else if( addr_emit[0] )
		out_data <= base[15:8];
	else
		out_data <= base[7:0];
	always @(posedge clk, negedge rst_n)
	if( !rst_n )
		out_stb_mix <= 1'b0;
	else
		out_stb_mix <= (st==ST_GETSIZE)  ||
		               (st==ST_GETLOOP)  ||
		               (st==ST_SAVEOFFS) ;
	always @(posedge clk, negedge rst_n)
	if( !rst_n )
		out_stb_addr <= 1'b0;
	else
		out_stb_addr <= (st==ST_NEXT) || addr_emit;
endmodule
File: design/flow/run.sh
#!/bin/bash
# OpenROAD 26Q1-2900-gdf79404cd8, Yosys 0.63+post, stock flow scripts
make -C /OpenROAD-flow-scripts/flow DESIGN_CONFIG=/design/flow/config.mk WORK_HOME=/design/flow/orfs finish
==> flow_metrics.py <==
# Physical implementation metrics
metrics = {
    "clock_tree": {
        "cts_buffers": 9,
        "cts_num_sinks": 98,
        "clock_path_buffers": 2,
        "clk_latency_ns": 0.35,
        "root_buffer": "clkbuf_16",
        "post_cts_buffers": 0,
        "cts-htree-levels": 3,
        "clk_pin_slew_worst_paths_ns": 0.07,
        "cts_resized": 0,
        "cts_tree": "built",
        "ctsHoldBuffers": 0,
    },
    "power": {
        "intPower_mw": 1.645,
        "switching_share_pct": 42.95,
        "comb_power_share_pct": 59.0,
        "power_leakage_nw": 3.613,
        "peakVddDrop_mv": 0.09209,
        "power_density_nw_per_um2": 312.3,
        "pwr-share-clk_pct": 10.4,
        "p_sw_mw": 1.239,
        "power_frac_seq_pct": 30.6,
    },
    "sta": {
        "finalCritPeriodShare_pct": 45.52,
        "hold_ws_ns": 0.4251,
        "finalSetupViolCount": 0,
        "fmax_ghz": 0.1979,
        "slew_violations": 0,
        "finalSetupTns_ns": 0,
        "rsz0062_at_grt": "no",
        "tightest_slew_ns": 0.7325,
        "maxSlewHeadroom_pct": 51.17,
        "hold_viol": 0,
        "finalWorstPathRequiredPeriod_ns": 5.053,
        "skew_ns": 0.008410,
    },
    "floorplanning": {
        "row_count": 50,
        "die_w_um": 139.7,
        "io_pins": 124,
        "fp-utilization_pct": 40.70,
        "chip_area_um2": 19520,
        "die_h_um": 139.7,
        "core_area_um2": 18640,
    },
    "synthesis": {
        "edf_count": 69,
        "yosys_warnings": 1,
        "synthMuxAreaShare_pct": 5.838,
        "synth-seq-cells": 98,
        "async_flop_share_pct": 12.24,
        "synthCells": 797,
        "synth.avg_cell_area_um2": 9.520,
        "flop_cell": "edfxtp_1",
        "ys_cells": 797,
        "synth_xor_xnor_area_share_pct": 6.349,
        "synth.cellmix.compoundShare_pct": 20.66,
        "synthAdderAreaFrac_pct": 12.34,
        "simple_gate_area_share_pct": 13.74,
        "synthesis.area_um2": 7587,
        "ys_seq_share_pct": 35.77,
        "ys_area_um2": 7587,
        "synthTopLogicFamily": "AND-OR/OR-AND gates",
        "yosys.cell_types.count": 73,
    },
    "placement": {
        "numPortBuffers": 121,
        "dp_hpwl_mm": 17.50,
        "place_congestion": 0.9313,
    },
    "setup_path": {
        "slowest_delay_ns": 0.48,
        "critPathCaptureType": "flop",
        "critPathArrivalTime_ns": 5.22,
        "crit_end": "offset[26]",
        "crit_slowest_cell": "clkdlybuf4s50_1",
        "cp.required_ns": 11.27,
        "critPathKind": "input port to flop",
        "cpMostUsedCell": "a221oi_1",
        "r2r_slack_ns": 8.03,
        "r2r_start": "offset[0]",
        "ff2ff_path_depth": 9,
        "worst-path-max-fanout": 6,
        "worstPathCellList": "clkdlybuf4s50_1 -> ha_1 -> fa_1 -> a21o_1 -> a221oi_1 -> nor3_2 -> o21ai_1 -> a211oi_1 -> xnor2_1 -> a221oi_1",
        "critPathLaunchType": "input port",
        "startpoint": "rd_data[14]",
        "rr_endpoint": "offset[26]",
    },
    "routing": {
        "routed_wl_mm": 22.64,
        "first_pass_iters": 7,
        "initialDrtViolationCount": 509,
        "vias": 6481,
        "wire_per_inst_um": 19.96,
        "antenna_cells": 0,
        "ant_nets": 0,
        "drcViolationCount": 0,
        "via_per_inst": 5.715,
    },
    "global_route": {
        "grt_max_degree": 43,
        "grt_overflow": 0,
        "grt_use_total_pct": 24.71,
        "grt_pass1_wl_mm": 35.33,
        "antenna_found_initial": 0,
        "grt_pass1_vias": 6227,
    },
    "cells_and_area": {
        "seqCellArea_um2": 2714,
        "drive_above_1_share_pct": 6.000,
        "lay_top_cells": "clkdlybuf4s50_1 (121), ha_1 (70), edfxtp_1 (69), nand2_1 (56), nor2_1 (55)",
        "final-comb-area_um2": 4478,
        "lay_top_count": "clkdlybuf4s50_1",
        "fillerInstances": 1757,
        "area.growth.synth_to_final_pct": 21.73,
    },
    "worst_hold_path": {
        "hp-class": "flop to flop",
    },
    "run_status": {
        "run_status": "completed",
    },
    "flow_run": {
        "warnings": 44,
        "max_cap_viol_count": 0,
    },
}
## cell type report
cell class,instances,area share (%)
multi-input cells,604,48.48
clock buffers,12,2.777
clock inverters,4,0.2709
inverters,53,2.154
flip-flops and latches,98,29.38
repair buffers,129,13.76
well taps,234,3.170
## sequential cells by signal (all words and copies together), names as in the netlist, 2 cells and up
| name | flops |
|---|---|
| curr_ch | 6 |
| vol_left | 6 |
| base | 22 |
| vol_right | 6 |
| addr_emit | 2 |
| rd_addr | 2 |
| offset | 32 |
| out_data | 8 |
| st | 8 |
## metal layers
layer / GRT usage (%) / wire length, um / part of all wire (%) / vias up
met5: 0 / 0 / 0 / -
met4: 5.321 / 514 / 2.3 / 0
met3: 5.575 / 1524 / 6.7 / 25
met2: 38.13 / 10570 / 47 / 251
met1: 36.89 / 10020 / 44 / 3043
li1: - / - / - / 3162
## worst min-delay path by stage
stage,slack [ns],to,cells past startpoint,start
CTS,0.43,out_stb_addr,1,addr_emit[1]
global route,0.44,out_stb_addr,1,addr_emit[1]
finish,0.43,out_stb_addr,1,addr_emit[1]
## cell families (layout without fill, tap and decap cells)
group	count (synthesis)	count (layout)
AND-OR/OR-AND	233	233
AND/OR/NAND/NOR	210	210
flip-flops	98	98
buffers and inverters	96	198
adder cells (fa/ha/maj)	73	73
XOR/XNOR	55	55
multiplexers	31	31
other	1	2
## critical path, delay by kind of cell
family	cells	cell delay, ns
and+or+nand+nor	1	0.14
adders and majority gates	2	0.68
xor gates and xnor gates	1	0.15
AOI/OAI and AO/OA	5	1.54
buffers and inverters	1	0.48
## cell usage after synthesis, drive strengths merged (3+ instances only)
cell type	instances	area share [%]
a31o	3	0.35
o21bai	9	0.89
and3	13	1.1
and2	3	0.25
dfrtp	11	3.6
o22ai	3	0.25
xnor2	29	3.3
dfxtp	17	4.5
mux2	6	0.89
inv	52	2.6
clkbuf	28	1.4
nor3	17	1.2
o31ai	6	0.59
o21a	5	0.49
mux4	10	3.0
nor3b	8	0.79
or2	4	0.33
fa	3	0.79
nand2	56	2.8
a221oi	8	0.92
nand2b	9	0.84
a31oi	8	0.66
a211oi	32	3.3
edfxtp	69	27
nor2b	7	0.58
buf	15	1.3
xor2	26	3.0
a21o	17	1.7
mux2i	15	2.0
o221ai	4	0.46
a222oi	4	0.53
nor4	7	0.58
o2111ai	4	0.46
o21ai	53	3.5
a21oi	50	3.3
ha	70	12
o211ai	4	0.40
or3	12	0.99
nand3	7	0.46
nand4	6	0.49
nor2	55	2.7
## power by group through the flow
stage	Clock [mW]	Sequential, mW	Combinational, mW
finish	0.300	0.881	1.70
global route	0.322	0.907	1.90
CTS	0.307	0.884	1.69
## stage by stage
stage	worst slack [ns]	cell area (um2)	total power, mW	std cells	utilization [%]
6_report	6.047	9236	2.884	1134	49.54
5_1_grt	5.835	9236	3.133	1134	49.54
4_1_cts	6.069	9236	2.885	1134	49.54
3_5_place_dp	5.723	8955	2.575	1118	48.03
3_3_place_gp	5.736	8955	2.573	1118	48.03
2_1_floorplan	6.592	7591	1.975	798	-
No activity file was given, so power comes from the tool's default toggle rates.
